## /design/flow/design.v

```verilog
module eeprom_top
  (
 input clk,
 input rst,
 input newd,
 input ack,
 input wr,   
 output scl,
 inout sda,
 input [7:0] wdata,
 input [6:0] addr,  
 output reg [7:0] rdata,
 output reg done
  );
 reg sda_en = 0;
 reg sclt, sdat, donet; 
 reg [7:0] rdatat; 
 reg [7:0] addrt;
  typedef enum {new_data = 0, check_wr = 1, wstart = 2, wsend_addr = 3, waddr_ack = 4, 
                wsend_data = 5, wdata_ack = 6, wstop = 7, rsend_addr = 8, raddr_ack = 9, rsend_data = 10,
                rdata_ack = 11, rstop = 12 } state_type;
  state_type state;
  reg sclk_ref = 0;
  int count = 0;
  int i = 0;
  always@(posedge clk)
    begin
      if(count <= 9) 
        begin
           count <= count + 1;     
        end
      else
         begin
           count     <= 0; 
           sclk_ref  <= ~sclk_ref;
         end	      
    end
  always@(posedge sclk_ref, posedge rst)
    begin 
      if(rst == 1'b1)
         begin
           sclt  <= 1'b0;
           sdat  <= 1'b0;
           donet <= 1'b0;
         end
       else begin
         case(state)
           new_data : 
           begin
              sdat <= 1'b0;
              done <= 1'b0;
              sda_en  <= 1'b1;
              sclt <= 1'b1;
              sdat <= 1'b1;
             if(newd == 1'b1) 
                state  <= wstart;
             else 
                 state <= new_data;         
           end
            wstart: 
            begin
              sdat  <= 1'b0;
              sclt  <= 1'b1;
              state <= check_wr;
              addrt <= {addr,wr};
            end
            check_wr: begin
              if(wr == 1'b1) 
                 begin
                 state <= wsend_addr;
                 sdat <= addrt[0];
                 i <= 1;
                 end
               else 
                 begin
                 state <= rsend_addr;
                 sdat <= addrt[0];
                 i <= 1;
                 end
            end
            wsend_addr : begin                
                      if(i <= 7) begin
                      sdat  <= addrt[i];
                      i <= i + 1;
                      end
                      else
                        begin
                          i <= 0;
                          state <= waddr_ack; 
                        end   
                    end
           waddr_ack : begin
             if(ack == 1'b1) begin
               state <= wsend_data;
               sdat  <= wdata[0];
               i <= i + 1;
               end
             else
               state <= waddr_ack;
           end
         wsend_data : begin
           if(i <= 7) begin
              i     <= i + 1;
              sdat  <= wdata[i]; 
           end
           else begin
              i     <= 0;
              state <= wdata_ack;
           end
         end
          wdata_ack : begin
             if(ack == 1'b1) begin
               state <= wstop;
               sdat <= 1'b0;
               sclt <= 1'b1;
               end
             else begin
               state <= wdata_ack;
             end 
            end
         wstop: begin
              sdat  <=  1'b1;
              state <=  new_data;
              done  <=  1'b1;  
         end
          rsend_addr : begin
                     if(i <= 7) begin
                      sdat  <= addrt[i];
                      i <= i + 1;
                      end
                      else
                        begin
                          i <= 0;
                          state <= raddr_ack; 
                        end   
                    end
           raddr_ack : begin
             if(ack == 1'b1) begin
               state  <= rsend_data;
               sda_en <= 1'b0;
             end
             else
               state <= raddr_ack;
           end
         rsend_data : begin
                   if(i <= 7) begin
                         i <= i + 1;
                         state <= rsend_data;
                         rdata[i] <= sda;
                      end
                      else
                        begin
                          i <= 0;
                          state <= rstop;
                          sclt <= 1'b1;
                          sdat <= 1'b0;  
                        end         
         end
         rstop: begin
              sdat  <=  1'b1;
              state <=  new_data;
              done  <=  1'b1;  
              end
         default : state <= new_data;
          	 endcase
          end
  end
 assign scl = (( state == wstart) || ( state == wstop) || ( state == rstop)) ? sclt : sclk_ref;
 assign sda = (sda_en == 1'b1) ? sdat : 1'bz;
endmodule
module i2cmem_top (
input clk, rst,
input scl,
inout sda,
output reg ack
);
reg [7:0] mem[128];
reg [7:0] addrin;
reg [7:0] datain;
reg [7:0] temprd;
reg sda_en = 0;
reg sdar = 0;
int i = 0;
int count = 0;
reg sclk_ref = 0;
  always@(posedge clk)
    begin
      if(count <= 9) 
        begin
           count <= count + 1;     
        end
      else
         begin
           count     <= 0; 
           sclk_ref  <= ~sclk_ref;
         end	      
    end
typedef enum {start = 0, store_addr = 1, ack_addr = 2, store_data = 3, ack_data  = 4, stop = 5, send_data = 6} state_type;
state_type state;
always@(posedge sclk_ref, posedge rst)
    begin 
      if(rst == 1'b1) begin
        for(int j =0; j < 127 ; j++) begin 
         mem[j] <= 8'h91;
        end
        sda_en <= 1'b1;        
       end 
      else begin
       case(state)
         start: begin
           sda_en <= 1'b1;   
          if ((scl == 1'b1) && (sda == 1'b0)) begin
               state <= store_addr;
               end
           else
              state <= start;         
         end
         store_addr: begin
           sda_en <= 1'b1;  
            if(i <= 7) begin
            i <= i + 1;
            addrin[i] <= sda;
          end
          else begin
             state <= ack_addr;
             temprd <= mem[addrin[7:1]]; 
             ack <= 1'b1; 
             i <= 0;
             end
         end
         ack_addr: begin
           ack <= 1'b0;
          if(addrin[0] == 1'b1) begin
             state <= store_data;
             sda_en <= 1'b1; 
             end
          else begin
             state <= send_data;
              i <= 1;
              sda_en <= 1'b0;   
              sdar <= temprd[0];
            end
         end
         store_data : 
         begin
         if(i <= 7) begin
            i <= i + 1;
            datain[i] <= sda;
          end
          else begin
             state <= ack_data; 
             ack <= 1'b1;
             i <= 0;
             end   
         end
         ack_data : begin
           ack <= 1'b0;
           mem[addrin[7:1]] <= datain;
           state <= stop;    
         end
         stop: begin
           sda_en <= 1'b1;
          if( (scl == 1'b1)&&(sda == 1'b1) )
           state <= start;
           else
           state <= stop; 
         end
         send_data : begin
           sda_en <= 1'b0;
          if(i <= 7) begin
            i <= i + 1;
            sdar <= temprd[i];
            end
          else begin
             state <= stop; 
             i <= 0;
             sda_en <= 1'b1;
             end 
         end
         default : state <= start;
       endcase
      end
    end
assign sda = (sda_en == 1'b1) ? 1'bz : sdar;
endmodule
module i2c_top(
 input clk,
 input rst,
 input newd,
 input wr,   
 input [7:0] wdata,
 input [6:0] addr,
 output [7:0] rdata,
 output  done
);
wire sdac;
wire sclc;
wire ackc;
eeprom_top e1 (clk,rst,newd, ackc,wr,sclc, sdac, wdata, addr, rdata,done);
i2cmem_top m1 (clk,rst, sclc, sdac, ackc);
endmodule
interface i2c_if;
  logic clk;
  logic rst;
  logic newd;
  logic wr;   
  logic [7:0] wdata;
  logic [6:0] addr;
  logic [7:0] rdata;
  logic  done;
  logic sclk_ref;
endinterface
```

## /design/flow/run.sh

```bash
#!/bin/bash
# OpenROAD 26Q1-2900-gdf79404cd8, Yosys 0.63+post, stock flow scripts
make -C /OpenROAD-flow-scripts/flow DESIGN_CONFIG=/design/flow/config.mk WORK_HOME=/design/flow/orfs finish
```

## /design/flow/config.mk

```make
export PLATFORM = sky130hd
export DESIGN_NAME = i2c_top
export DESIGN_NICKNAME = i2c_top
export VERILOG_FILES = /design/flow/design.v
export SDC_FILE = /design/flow/constraint.sdc
export NUM_CORES = 4
export LEC_CHECK = 1
export CORE_UTILIZATION = 30
```

## /design/flow/constraint.sdc

```tcl
current_design i2c_top

set clk_period 28.7
set clk_io_pct 0.2

create_clock -name clk0 -period $clk_period [get_ports {clk}]

set non_clock_inputs [all_inputs -no_clocks]
set_input_delay [expr $clk_period * $clk_io_pct] -clock clk0 $non_clock_inputs
set_output_delay [expr $clk_period * $clk_io_pct] -clock clk0 [all_outputs]
```

==> reports/qor.txt <==
Status = stopped before the end
Last step reached = 1_2_yosys
Log Error = ERROR: Found 1 problems in 'check -assert'.
EDFF count, synth = 118
Xor+xnor area frac = 1.89%
Seq cells post-synth = 1218
YS chip area = 55900 sq um
Synth logic family = multiplexers
Main flop type = dfrtp_1
Synth Seq Share = 55.7%
Post-Synth Simple-Gate Area = 9.04%
Yosys aoi share = 9.58%
FFs w/ async S/R, synth = 83.6%
Mux share = 21.6%
# Cells Yosys = 4380
Netlist cell types = 94
Main area contributors after synthesis = dfrtp_1 (29%), mux2_2 (21%), dfstp_2 (18%)
Top-area cell share = 28.5%
Biggest area consumer among synthesized cells = dfrtp_1
Adder Area Share = 0.224%
Syn. warnings = 5
## synthesized netlist by cell type, drive strengths merged (9+ instances only)
cell	n
a21oi	51
xor2	69
buf	18
edfxtp	118
dfstp	381
and4	12
nor4	63
a31oi	16
nand2	230
or3	44
ha	10
nand4	108
a22oi	196
nor2	311
nor2b	12
clkbuf	211
mux2	1042
o21ai	52
a22o	150
xnor2	51
inv	35
dfxtp	82
a221oi	146
o211ai	9
nand3	101
mux4	13
dfrtp	637
nor3	51
and3	25
and2	10
or4	15
## kinds of logic after synthesis
| kind of cell | Yosys count |
|---|---|
| flip-flops | 1218 |
| multiplexers | 1060 |
| XOR/XNOR | 120 |
| AND-OR/OR-AND | 689 |
| adder cells (fa/ha/maj) | 10 |
| buffers and inverters | 265 |
| AND/OR/NAND/NOR | 1018 |
