## ./config.mk

```make
export PLATFORM = sky130hd
export DESIGN_NAME = apb_ram
export DESIGN_NICKNAME = apb_ram
export VERILOG_FILES = /design/flow/design.v
export SDC_FILE = /design/flow/constraint.sdc
export NUM_CORES = 4
export LEC_CHECK = 1
export CORE_UTILIZATION = 30
```

## ./constraint.sdc

```tcl
current_design apb_ram

set clk_period 9.0
set clk_io_pct 0.2

create_clock -name clk0 -period $clk_period [get_ports {pclk}]

set non_clock_inputs [all_inputs -no_clocks]
set_input_delay [expr $clk_period * $clk_io_pct] -clock clk0 $non_clock_inputs
set_output_delay [expr $clk_period * $clk_io_pct] -clock clk0 [all_outputs]
```

## ./design.v

```verilog
module apb_ram (
  input presetn,
  input pclk,
  input psel,
  input penable,
  input pwrite,
  input [31:0] paddr, pwdata,
  output reg [31:0] prdata,
  output reg pready, pslverr
);
  reg [31:0] mem [32];
  typedef enum {idle = 0, setup = 1, access = 2, transfer = 3} state_type;
  state_type state = idle, next_state = idle; 
  always@(posedge pclk)
    begin
      if(presetn == 1'b0) 
      begin
        state <= idle;
        prdata <= 32'h00000000;
        pready <= 1'b0;
         pslverr <= 1'b0;
        for(int i = 0; i < 32; i++) begin
          mem[i] <= 0;
        end
       end 
      else 
        begin
      case(state)
      idle : 
      begin
        prdata <= 32'h00000000;
        pready <= 1'b0;
        pslverr <= 1'b0;
        if((psel == 1'b0) && (penable == 1'b0)) 
            begin
            state <= setup;
            end
      end
      setup:  
      begin
           if((psel == 1'b1) && (penable == 1'b0)) begin
            if(paddr < 32) begin 
            state <= access;
            pready <= 1'b1;
            end
            else
            begin
            state <= access;
            pready <= 1'b0;
            end
           end
            else
            state <= setup;
      end
      access: 
      begin 
        if(psel && pwrite && penable) 
          begin
            if(paddr < 32) 
            begin
            mem[paddr] <= pwdata;
            state <= transfer;
            pslverr <= 1'b0;
            end
            else 
            begin
            state <= transfer;
            pready <= 1'b1;
            pslverr <= 1'b1;
            end
          end
        else if ( psel && !pwrite && penable)
            begin
            if(paddr < 32) 
            begin
            prdata <= mem[paddr];
            state <= transfer;
            pready <= 1'b1;
            pslverr <= 1'b0;
            end
            else 
            begin
            state <= transfer;
            pready <= 1'b1;
            pslverr <= 1'b1;
            prdata <= 32'hxxxxxxxx;
            end
          end
       end      
        transfer: begin
          state <= setup;
          pready <= 1'b0;
          pslverr <= 1'b0;
        end
      default : state <= idle;
      endcase
    end
  end
endmodule
interface abp_if;
  logic presetn;
  logic pclk;
  logic psel;
  logic penable;
  logic pwrite;
  logic [31:0] paddr, pwdata;
  logic [31:0] prdata;
  logic pready, pslverr;  
endinterface
```

## ./run.sh

```bash
#!/bin/bash
# OpenROAD 26Q1-2900-gdf79404cd8, Yosys 0.63+post, stock flow scripts
make -C /OpenROAD-flow-scripts/flow DESIGN_CONFIG=/design/flow/config.mk WORK_HOME=/design/flow/orfs finish
```

==> reports/summary.txt <==
Most common reg cell: edfxtp_1
worst hold slack: 0.480 ns
worst reg2reg path endpoint: mem[2][6]
Async SR Flop Fraction: 0%
FILL cells: 14.8k
GRT Total Usage: 17.2%
Reg-to-Reg Start: state[0]
Max Root-Sink Buffers: 3
routability-driven placement congestion ratio: 0.878
height of the die: 402 µm
core box area: 159000 µm²
R2R Setup Slk: 4.89 ns
DR DRC count: 0
nature of the critical path endpoint: flip-flop
FF+latch area: 31500 µm²
Mapped Area: 48000 µm²
Worst Path Arrival: 5.71 ns
CP Depth: 7
pre-CTS WS: 2.99 ns
vias per std cell: 5.03
CTS resizes: 0
Final Worst Setup Slack: 3.60 ns
clk sinks: 1060
CP Max Fanout: 138
Yosys cell types: 41
HP Class: reg -> reg
TritonCTS Buffers: 111
Worst path slowest cell: a21o_2
cells after synthesis: 3497
Synth area leaders: edfxtp_1 (64%), mux2i_1 (11%), and2_1 (8.4%)
most common cell in the netlist: edfxtp_1
IO Pins: 103
WHS Endpoint: prdata[23]
power per standard cell area: 195 nW/µm²
Peak VDD IR: 0.154 mV
Initial Util: 30.3%
Syn-to-layout area delta: 14.0%
die extent in x: 402 µm
H-tree lvl count: 3
crit-path cells: clkdlybuf4s50_1 > nor4_1 > nand4_1 > nor2_2 > and3_4 > buf_12 > a21o_2
Synth flops: 1060
setup_tns: 0 ns
Log Warnings: 31
Compound Share, Synth: 4.17%
cts hold-fix bufs: 0
average size of a mapped cell: 13.7 µm²
initial antenna violation count: 2
Worst Path Buf+Inv: 2
Post-Layout Cell Count: 5637
hold depth: 1
share of layout cells above drive strength 1: 9.88%
Min Clock Period, post-route: 5.40 ns
relative slew slack: 27.6%
yosys stat cell total: 3497
FMAX: 185 MHz
adder share: 0.0782%
vias in the first global route: 28.2k
pin count of the biggest net entering global routing: 139
Comb gate area: 15000 µm²
Total Wirelength: 133000 µm
Util after Layout: 34.5%
Hold Fails Final Rpt: 0
Simple-Gate Fraction of Synth Area: 16.0%
RSZ-0062 raised after global routing: false
CP top delay family: simple AND/OR/NAND/NOR gates
Final Max Slew Viols: 0
DP Wirelength: 78800 µm
Synth top cells by count: edfxtp_1 (1024), and2_1 (641), mux2i_1 (512)
die footprint: 162000 µm²
wire per inst: 23.6 µm
clk latency late pin: 0.70 ns
Setup Skew: 0.0233 ns
maxcap violations: 0
Max stage delay on crit path: 0.80 ns
fin crit share: 60.0%
Root Driver: clkbuf_16
num rows: 146
area share, top type: 64.1%
hold_sp: prdata[23]
post-synthesis sequential area ratio: 65.6%
Synth Area in XOR/XNOR: 0%
Leakage: 21.9 nW
CP Data Required Time: 9.31 ns
Worst setup SP type: input pin
CTS tree: done
total placed cells including tap cells: 5429
DR vias: 28.4k
Starting DRT DRC Count: 1886
Setup Fix Bufs, Post-CTS: 0
run status: finished, final reports clean
antenna-violating nets left: 0
Top non-seq family: simple AND/OR/NAND/NOR gates
Post-synth EDFFs: 1024
total gr overflow: 0
clock slew at reported path FFs: 0.06 ns
Reg2Reg Depth: 9
PortBufs: 102
multiplexer area fraction after synthesis: 10.7%
Worst Tran Pin Value: 1.08 ns
TritonRoute pass-1 iters: 5
Ys Warns: 1
Synth area leader: edfxtp_1
chip area line of the yosys report: 48000 µm²
final setup fails: 0
first-pass GRT wire length: 194000 µm
Crit Path Class: in -> reg
==> state kept, by name, summed over array words and instances, names as in the netlist <==
| register | cells |
|---|---|
| mem | 1024 |
| pready | 1 |
| state | 2 |
| prdata | 32 |
| pslverr | 1 |
==> routing by layer <==
metal  global-route usage [%]  vias to the layer above  part of all wire, %
met2                     26.5                     1191                   47
met5                        0                        -               0.0098
li1                         -                    13010                    -
met3                     7.64                      214                   10
met4                     4.69                        2                  3.2
met1                     22.7                    13934                   39
==> cells in the final DEF (no fill, tap or decap), types with 4 or more instances in the layout <==
cell type	netlist	layout
edfxtp_1	1024	1024
clkdlybuf4s50_1	0	99
o22ai_1	257	257
nand2_2	0	6
nor4_1	70	70
and3_1	398	397
inv_6	0	5
a21o_2	0	6
and2_1	641	640
nand2_1	51	45
and4_1	7	7
buf_4	3	134
nand4bb_2	0	6
mux2i_1	512	512
bufinv_16	0	7
nor3_1	6	5
a22o_1	32	32
nand4b_1	4	4
clkbuf_16	0	112
dfxtp_1	36	36
clkinv_2	0	20
clkbuf_8	0	9
clkbuf_1	239	34
nand2b_2	0	20
a21oi_1	5	4
clkinv_1	0	16
==> how the worst max path moves through the flow <==
stage	from	to	slack, ns
CTS	paddr[23]	mem[24][13]	3.73
global route	paddr[22]	mem[12][27]	3.51
finish	paddr[23]	mem[12][27]	3.60
==> kinds of logic after synthesis <==
| kind of cell | Yosys count |
|---|---|
| simple gates | 1234 |
| mux | 512 |
| fa+ha+maj | 3 |
| flops | 1060 |
| buf+inv | 382 |
| compound gates | 306 |
==> worst reg2reg max path: stages, from the launching register on <==
cell,delay [ns]
dfxtp_1,0.33
inv_1,0.09
ha_1,0.35
nand4_1,0.33
nor4_4,0.40
buf_4,0.69
buf_4,0.76
nand2_1,0.18
nand2_2,0.19
buf_4,0.42
==> layout make-up <==
cell class / instances / share of cell area, %
inverter: 3 / 0.0206
clock inverter: 52 / 0.876
timing repair buffer: 239 / 3.81
tap: 2072 / 4.74
sequential: 1060 / 57.5
antenna: 1 / 0.00457
multi-input combinational: 2055 / 27.4
clock buffer: 155 / 5.58
==> power breakdown <==
| group | internal, W | total, W | switching (W) |
|---|---|---|---|
| combinational | 0.000193 | 0.000643 | 0.000450 |
| clock | 0.00257 | 0.00446 | 0.00190 |
| sequential | 0.00554 | 0.00558 | 0.0000381 |
==> metrics by stage <==
step	cell area (µm²)	power (W)
floorplan	48000	0.00604
finish	54700	0.0107
detailed placement	51200	0.00633
CTS	54700	0.0108
global route	54700	0.0110
global placement	51200	0.00633
Power figures rest on the tool's default switching activity, not on a simulated workload.
